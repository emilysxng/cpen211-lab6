==> design.v <==
module FSM_controller (clk, reset, s, opcode, op, nsel, asel, bsel, w, loada, loadb, loadc, loads, ALUop, vsel, write);
    input clk, reset, s;
    input [2:0] opcode;
    input [1:0] op;
    output reg [2:0] nsel;
    output reg asel,bsel,loada,loadb,loadc,write,loads;
    output reg [1:0] vsel, ALUop;
    output reg w;
    reg [4:0] present_state;
    always_ff @( posedge clk ) begin 
        if (reset) begin
            present_state = 5'b00000;
        end
        case (present_state)
            5'b00000: begin
                w = 1'b1;
                if (s) begin
                    present_state = 5'b00001;
                end
                else begin
                    present_state = 5'b00000;
                end
                loadc = 1'b0;
                loadb = 1'b0;
                loada = 1'b0;
                write = 1'b0;
                loads = 1'b0;
                nsel = 3'b000;
                asel = 1'b0;
                bsel = 1'b0;
            end 
            5'b00001: begin
                w = 1'b0;
                if (opcode == 3'b101) begin  
                    if ((op == 2'b00) | (op == 2'b01) | (op == 2'b10)) begin  
                        present_state = 5'b00010;
                    end
                    else if (op == 2'b11) begin  
                        present_state = 5'b00011;
                    end
                end
                else if (opcode == 3'b110) begin  
                    if (op == 2'b00) begin  
                        present_state = 5'b00011;
                    end
                    else if (op == 2'b10) begin  
                        present_state = 5'b00101;
                    end
                end
                loadc = 1'b0;
                loadb = 1'b0;
                loada = 1'b0;
                write = 1'b0;
                loads = 1'b0;
            end
            5'b00010: begin
                w = 1'b0;
                nsel = 3'b100;
                loada = 1'b1;
                write = 1'b0;
                loadb = 1'b0;
                loadc = 1'b0;
                loads = 1'b0;
                present_state = 5'b00011;
            end
            5'b00011: begin
                w = 1'b0;
                nsel = 3'b001;
                loada = 1'b0;
                loadb = 1'b1;
                write = 1'b0;
                loadc = 1'b0;
                loads = 1'b0;
                if (op == 2'b00) begin
                     present_state = 5'b00100;
                end
                else if (op == 2'b01) begin
                    present_state = 5'b00110;
                end
                else if (op == 2'b10) begin
                    present_state = 5'b00111;
                end
                else if (op == 2'b11) begin
                    present_state = 5'b01000;
                end
            end
            5'b00100: begin
                w = 1'b0;
                ALUop = 2'b00;
                loadc = 1'b1;
                loadb = 1'b0;
                write = 1'b0;
                loada = 1'b0;
                loads = 1'b0;
                if (opcode == 3'b101) begin
                    asel = 1'b0;
                end
                else if (opcode == 3'b110) begin
                    asel = 1'b1;
                end
                bsel = 1'b0;
                present_state = 5'b00101;
            end
            5'b00110: begin
                w = 1'b0;
                ALUop = 2'b01;
                loads = 1'b1;
                bsel = 1'b0;
                asel = 1'b0;
                write = 1'b0;
                loadb = 1'b0;
                loadc = 1'b0;
                loada = 1'b0;
                present_state = 5'b00000;  
            end
            5'b00111 : begin
                w = 1'b0;
                ALUop = 2'b10;
                loadc = 1'b1;
                loadb = 1'b0;
                asel = 1'b0;
                bsel = 1'b0;
                write = 1'b0;
                loada = 1'b0;
                loads = 1'b0;
                present_state = 5'b00101;
            end
            5'b01000 : begin
                w = 1'b0;
                ALUop = 2'b11;
                loadc = 1'b1;
                loada = 1'b0;
                asel = 1'b0;
                bsel = 1'b0;
                write = 1'b0;
                loadb = 1'b0;
                loads = 1'b0;
                present_state = 5'b00101;
            end
            5'b00101: begin  
                w = 1'b0;
                if ((op == 2'b11) & (opcode == 3'b101)) begin  
                    nsel = 3'b010;
                    vsel = 2'b11;
                end
                else if ((op == 2'b00) & (opcode == 3'b110)) begin  
                    nsel = 3'b010;
                    vsel = 2'b11;
                end
                else if ((op == 2'b10) & (opcode == 3'b110)) begin  
                    nsel = 3'b100;
                    vsel = 2'b01;
                end
                else begin  
                    nsel = 3'b010;
                    vsel = 2'b11;
                end
                loadc = 1'b0;
                write = 1'b1;
                loadb = 1'b0;
                loada = 1'b0;
                loads = 1'b0;
                asel = 1'b0;
                bsel = 1'b0;
                present_state = 5'b00000;
            end
            default: present_state = present_state;
        endcase
    end
endmodule
==> run.sh <==
#!/bin/bash
# OpenROAD 26Q1-2900-gdf79404cd8, Yosys 0.63+post, stock flow scripts
make -C /OpenROAD-flow-scripts/flow DESIGN_CONFIG=/design/flow/config.mk WORK_HOME=/design/flow/orfs finish
==> config.mk <==
export PLATFORM = sky130hd
export DESIGN_NAME = FSM_controller
export DESIGN_NICKNAME = FSM_controller
export VERILOG_FILES = /design/flow/design.v
export SDC_FILE = /design/flow/constraint.sdc
export NUM_CORES = 4
export LEC_CHECK = 1
export CORE_AREA = 10 10 92 92
export DIE_AREA = 0 0 102 102
==> constraint.sdc <==
current_design FSM_controller

set clk_period 3.2
set clk_io_pct 0.2

create_clock -name clk0 -period $clk_period [get_ports {clk}]

set non_clock_inputs [all_inputs -no_clocks]
set_input_delay [expr $clk_period * $clk_io_pct] -clock clk0 $non_clock_inputs
set_output_delay [expr $clk_period * $clk_io_pct] -clock clk0 [all_outputs]
==> CHANGELOG.md <==
### Metrics

- RR Endpoint: present_state[1]
- Die Size: 10400 µm²
- Cells after synthesis: 143
- R2R depth: 4
- Critical-path top delay cell: clkdlybuf4s50_1
- Layout cell share with drive strength beyond 1: 10.3%
- Fin crit period: 2.10 ns
- Warnings, synthesis: 1
- Initial DRC count: 48
- Part of the power in registers: 46.3%
- Post-synth top flop: edfxtp_1
- Cell family with most CP delay: simple AND/OR/NAND/NOR gates
- Layout Skew: 0.00240 ns
- Fmax: 476 MHz
- Area of the mapped netlist: 1310 µm²
- Post-DP HPWL: 2140 µm
- Core box area: 6460 µm²
- Max-Cap Viols: 0
- IO Pins: 23
- Post-Place Setup Slack: 0.828 ns
- Fp_density: 20.3%
- Count of tool warnings: 25
- RSZ-0062 raised after global routing: false
- Synth-to-Final Area Change: 23.3%
- Hold wc startpoint: present_state[5]
- Global-route wire length before repair: 4600 µm
- Overflow after GRT: 0
- Setup TNS: 0 ns
- Input/output buffers: 20
- Hold Buf Count CTS: 0
- Syn Area/Cell: 9.19 µm²
- Root buf cell: clkbuf_8
- Vias in the first global route: 949
- Hold Crit Depth: 2
- Final GP Congestion: 0.765
- Clk buf depth: 2
- Critical path depth in cells: 5
- Max IR drop VDD: 248 µV
- Via count: 985
- Final worst slack: 1.10 ns
- Slew @ Worst Pin: 0.608 ns
- Critical path buffers and inverters: 1
- H-tree depth: 1
- EDFF count, synth: 13
- DIE HEIGHT: 102 µm
- CP max stage delay: 0.51 ns
- P_int: 0.000709 W
- Synth top area cells: edfxtp_1, dfxtp_1, nor2b_1
- Post-DRT Antenna Nets: 0
- Ys async rst share: 0%
- Worst path cell trace: clkdlybuf4s50_1 > nor2b_1 > a2111oi_4 > or2_4 > a221o_1
- Via-to-Cell Ratio: 4.23
- Final Hold Fails: 0
- Flops after synth: 24
- Std-Cell Rows: 29
- Setup Fix Bufs, Post-CTS: 0
- Initial antenna violation count: 0
- Status: completed
- Switch share: 31.9%
- CP Max Fanout: 6
- Most numerous logic cell after layout: clkdlybuf4s50_1
- Final Max-Slew Violation Tally: 0
- Final period util: 65.7%
- Reg2reg setup slack: 1.25 ns
- Worst-skew pair later-pin latency: 0.26 ns
- Die X: 102 µm
- Worst setup EP type: flip-flop
- Most frequent cells in the layout: clkdlybuf4s50_1, edfxtp_1, nor2_1
- GRT Total Usage: 5.45%
- Clk pwr share: 19.0%
- Largest net degree at the start of global routing: 21
- Final wirelength: 2810 µm
- Required @ worst endpoint: 3.35 ns
- Layout Cells excl Fill: 233
- Hold Path Sink: present_state[5]
- WP data arrival: 2.25 ns
- Dominant cell area share: 29.7%
- Yosys stat area: 1310 µm²
- Count of final setup violators: 0
- CTS tree: built
- Dominant cell type by area after synthesis: edfxtp_1
- CTS Buf Count: 3
- Seq/Total Area, Yosys: 46.5%
- Clk sink count: 24
- CTS resizes: 0
- HP Class: reg2reg
- Static leakage: 0.589 nW
- Clk slew on worst S/H paths: 0.08 ns
- Crit Path Class: in2reg
- Pwr Density: 642 nW/µm²
- # Cells Yosys: 143
- Slew margin rel.: 59.4%
- Inst Count DP: 229
- Wire per inst: 12.1 µm
- DR DRC count: 0
- Pre-antenna DRT Iters: 4
- Combinational share of power: 34.7%
- Sw Pwr: 0.000331 W
- Yosys cell types: 46
- Worst setup SP type: primary input
- # diodes: 0
## layer usage
| metal | GRT usage (%) | vias up | wire length, µm |
|---|---|---|---|
| li1 | - | 536 | - |
| met1 | 6.82 | 423 | 1200 |
| met2 | 9.33 | 22 | 1370 |
| met3 | 1.70 | 4 | 216 |
| met4 | 0.651 | 0 | 31 |
| met5 | 0 | - | 0 |
## how the worst max path moves through the flow
stage                 slack, ns         to       from
final                      1.10  flip-flop  opcode[1]
after global routing       1.03    nsel[2]      op[1]
after CTS                  1.12  flip-flop  opcode[1]
## stage by stage
stage	hold slack, ns	total power, W	util, %	cell area (µm²)
detailed placement	0.454	0.000849	24.2	1570
floorplan	0.427	0.000711	-	1310
finish	0.481	0.00104	25.1	1620
global placement	0.463	0.000848	24.2	1570
global route	0.493	0.00112	25.1	1620
CTS	0.478	0.00105	25.1	1620
## Yosys cell counts (all sizes together), types with 2 or more instances
cell     n
a21oi    9
buf      5
a32o     2
nand4    2
a21boi   2
conb     2
dfxtp   11
nor2    12
or3b     2
nor2b    9
inv      7
a22o     2
nand2b   4
o21a     2
edfxtp  13
clkbuf   8
o31ai    2
or2      2
o21ai   11
nor3     5
nand3    3
nand2    8
nor4     2
or4      3
## cell families after synthesis
family / Yosys count / synth area share [%]
buffers and inverters: 20 / 6.57
xor gates and xnor gates: 1 / 0.667
other: 2 / 0.572
AOI/OAI and AO/OA: 36 / 19.2
DFF: 24 / 46.5
and+or+nand+nor: 60 / 26.5
## area by class of cell
type | instances | area, µm²
fill | 679 | 4840
multi-input combinational | 99 | 617
sequential | 24 | 611
timing repair buffer | 22 | 215
tap | 77 | 96.3
clock buffer | 4 | 55.1
inverter | 7 | 26.3
## power by group through the flow
stage	clock network, W	registers [W]	logic [W]
final	0.000197	0.000482	0.000361
after global routing	0.000221	0.000495	0.000408
after CTS	0.000208	0.000479	0.000365
## tightest hold or removal path, stage by stage (launching register included)
cell and delay (ns):
dfxtp_1 0.33, o21ai_1 0.06, nand2_1 0.06
Power figures rest on the tool's default switching activity, not on a simulated workload.
