==> design.v <==
module ALU(Ain, Bin, ALUop, out, ZNV);
    input [15:0] Ain, Bin;
    input [1:0] ALUop;
    output reg [15:0] out;
    reg [15:0] unsignoutput;
    output reg [2:0] ZNV;
    wire [15:0] UnAin;
    wire [15:0] UnBin;
    assign UnAin = Ain[15] ? ((~Ain) + 16'b1) : Ain;
    assign UnBin = Bin[15] ? ((~Bin) + 16'b1) : Bin;
    always @ (*) begin
        unsignoutput = 16'b0;
        case (ALUop)
            2'b00: begin
                out = Ain + Bin;
                unsignoutput = UnAin + UnBin;
                ZNV[0] = out[15] ^ unsignoutput[15];
                ZNV[2] = (out == 16'b0) ? 1'b1 : 1'b0;
                ZNV[1] = (out[15] == 1'b1) ? 1'b1 : 1'b0;
            end 
            2'b01: begin
                out = Ain - Bin;
                unsignoutput = UnAin - UnBin;
                ZNV[0] = out[15] ^ unsignoutput[15];
                ZNV[2] = (out == 16'b0) ? 1'b1 : 1'b0;
                ZNV[1] = (out[15] == 1'b1) ? 1'b1 : 1'b0;
            end 
            2'b10: begin
                out = Ain & Bin;
                ZNV[2] = (out == 16'b0) ? 1'b1 : 1'b0;
                ZNV[1] = (out[15] == 1'b1) ? 1'b1 : 1'b0;
                ZNV[0] = 1'b0;
            end
            2'b11: begin
                out = ~Bin;
                ZNV[2] = (out == 16'b0) ? 1'b1 : 1'b0;
                ZNV[1] = (out[15] == 1'b1) ? 1'b1 : 1'b0;
                ZNV[0] = 1'b0;
            end 
            default: begin
                out = 16'b0;
                ZNV[2] = 1'b0;
                ZNV[1] = 1'b0;
                ZNV[0] = 1'b0;
                unsignoutput = 16'b0;
            end
        endcase
    end
endmodule: ALU
==> run.sh <==
#!/bin/bash
# OpenROAD 26Q1-2900-gdf79404cd8, Yosys 0.63+post, stock flow scripts
make -C /OpenROAD-flow-scripts/flow DESIGN_CONFIG=/design/flow/config.mk WORK_HOME=/design/flow/orfs finish
==> config.mk <==
export PLATFORM = sky130hd
export DESIGN_NAME = ALU
export DESIGN_NICKNAME = ALU
export VERILOG_FILES = /design/flow/design.v
export SDC_FILE = /design/flow/constraint.sdc
export NUM_CORES = 4
export LEC_CHECK = 1
export CORE_UTILIZATION = 30
==> constraint.sdc <==
current_design ALU

set clk_period 7.8
set clk_io_pct 0.2

create_clock -name clk0 -period $clk_period

set non_clock_inputs [all_inputs -no_clocks]
set_input_delay [expr $clk_period * $clk_io_pct] -clock clk0 $non_clock_inputs
set_output_delay [expr $clk_period * $clk_io_pct] -clock clk0 [all_outputs]
==> impl_results.rst <==
Metrics
=======

.. list-table::
   :header-rows: 1

   * - Metric
     - Value
   * - Crit. End Element
     - output pin
   * - Number of buffers inserted to repair setup after CTS
     - 0
   * - Routability congestion estimate from global placement
     - around 0.9
   * - Syn Inst Count
     - ~460
   * - Post-CTS Hold Buffers
     - 0
   * - Pre-Place Util
     - 30.71%
   * - Hold wc startpoint
     - ALUop[1]
   * - DR pass1 iterations
     - 20
   * - DRT antenna net count
     - 0
   * - P_leak
     - about 1.7 nW
   * - Number of buffers added on ports
     - 53
   * - PwrDens
     - around 84 mW/mm^2
   * - Top area cells in the synthesized netlist
     - sky130_fd_sc_hd__ha_1 22%, sky130_fd_sc_hd__xnor2_1 14%, sky130_fd_sc_hd__mux4_2 7.1%, sky130_fd_sc_hd__inv_1 5.8%, sky130_fd_sc_hd__o21ai_0 4.2%
   * - Synthesized cell area
     - around 0.0035 mm^2
   * - Worst path slowest cell
     - sky130_fd_sc_hd__or4_1
   * - Boundary pin count
     - 53
   * - Total inserted antenna cells
     - 0
   * - Least setup slack across all paths after layout
     - between 400 and 500 ps
   * - Die outline height
     - about 110 um
   * - Largest net degree at the start of global routing
     - 27
   * - Most repeated cell in the gate-level netlist after synthesis
     - sky130_fd_sc_hd__ha_1
   * - Total cell area reported by yosys after synthesis
     - around 0.0035 mm^2
   * - Number of vias after detailed routing
     - roughly 3.5k
   * - Wire length of the first global-routing pass
     - 16820 um
   * - Per-cell via count in the routed design
     - approximately 5.4
   * - IR drop worst, VDD
     - ~23 uV
   * - Crit path DRT
     - 6240 ps
   * - Count of endpoints failing hold in the final timing report
     - 0
   * - Sequential cell count
     - 0
   * - Most used standard cells in the synthesized netlist
     - 62 x sky130_fd_sc_hd__ha_1, 56 x sky130_fd_sc_hd__xnor2_1, 54 x sky130_fd_sc_hd__inv_1, 29 x sky130_fd_sc_hd__o21ai_0, 28 x sky130_fd_sc_hd__a21oi_1
   * - Starting DRT DRC Count
     - around 160
   * - Critical-path cell list
     - clkdlybuf4s50_1 -> or4_1 -> or4_1 -> o21ai_0 -> xnor2_1 -> ha_1 -> nor4b_1 -> nand3_1 -> o211ai_1 -> xnor2_1 -> mux2i_1 -> xnor2_1 -> nor2_1 -> clkdlybuf4s50_1
   * - Peak clock frequency supported by timing
     - between 0.1 and 0.15 GHz
   * - Syn Area/Cell
     - roughly 7.6 um^2
   * - Average detailed-routed wire length per instance
     - between 15 and 20 um
   * - Delay of the slowest cell on the worst path
     - around 620 ps
   * - Flip-flop and latch area
     - 0 um^2
   * - Type of the worst setup path
     - in -> out
   * - Rel. slew slack
     - between 50% and 60%
   * - Post-cts resize count
     - 0
   * - Share of layout cells above drive strength 1
     - between 8 and 9%
   * - Crit-path max FO
     - 4
   * - Most common cell on crit path
     - sky130_fd_sc_hd__xnor2_1
   * - WHS Endpoint
     - out[2]
   * - Status
     - complete, no violations
   * - Warning count from the yosys run
     - 1
   * - Wirelength, routed
     - 10500 um
   * - Growth of design area from synthesis to finish
     - 18.67%
   * - Floorplan Core Area
     - between 0.01 and 0.015 mm^2
   * - Number of warnings in the stage logs
     - 58
   * - Number of antenna violations at the first check in global routing
     - 0
   * - Total of max-cap violations
     - 0
   * - Die Width
     - 109.9 um
   * - Hold Path Cell Cnt
     - 5
   * - Placement-stage worst setup slack
     - around 350 ps
   * - Count of standard-cell rows
     - 39
   * - Unrepaired setup endpoints after global routing
     - false
   * - Worst hold-check path type
     - in -> out
   * - Min cycle time layout
     - roughly 7400 ps
   * - Total global-route track usage
     - between 10% and 20%
   * - Count of clock buffers in the final design
     - 0
   * - Remaining design rule violation count
     - 0
   * - Worst path arrival time
     - just under 6000 ps
   * - Worst slew pin tran
     - roughly 700 ps
   * - TNS Setup
     - 0 ps
   * - Critical path launch point type
     - input port
   * - Synth area leader
     - sky130_fd_sc_hd__ha_1
   * - Part of the cycle the worst path needs
     - approximately 95%
   * - Proportion of netlist area held by the largest area contributor
     - about 22%
   * - Yosys stat cell total
     - about 460
   * - Dpl hpwl
     - a little under 9000 um
   * - Fraction of the yosys area taken by sequential cells
     - 0%
   * - Total of endpoints with negative setup slack in the final report
     - 0
   * - Via count of the first global-routing pass
     - around 3.4k
   * - Unique masters post-synth
     - between 60 and 70
   * - Max-slew violation count
     - 0
   * - Aggregate global routing overflow
     - 0
   * - Die ar.
     - 0.01208 mm^2
[cell type report]
type | count | area (um^2)
inverters | 58 | 217.7
fillers | 1185 | 7226
well taps | 143 | 178.9
multi-input cells | 387 | 3179
repair buffers | 58 | 568.0
[routing by layer]
layer | part of all wire (%) | wire length [um] | GRT usage (%)
met4 | 1.5 | 155 | 2.667
met1 | 46 | 4877 | 25.65
met3 | 5.7 | 599 | 2.538
met5 | 0 | 0 | 0
met2 | 46 | 4862 | 30.27
[report_power, final]
part / total, mW / switching [mW] / internal (mW) / leakage (nW)
clock network: 0 / 0 / 0 / 0
registers: 0 / 0 / 0 / 0
logic: 0.346 / 0.179 / 0.168 / 1.69
[worst max-delay path by stage]
stage	from	to	slack, ps	depth (start not counted)
final	Ain[6]	ZNV[0]	410	14
after global routing	Ain[5]	ZNV[0]	10	17
after CTS	Ain[6]	ZNV[0]	330	16
[worst max-delay path, delay by kind of cell]
family / cells / cell delay, ps
buf+inv: 2 / 1000
compound gates: 2 / 560
fa+ha+maj: 1 / 310
xor+xnor: 3 / 500
simple gates: 5 / 1790
mux: 1 / 100
[cell families after synthesis]
logic type,synth area share [%]
muxes,8.528
xor gates and xnor gates,15.80
AOI/OAI and AO/OA,23.40
and+or+nand+nor,19.63
buffers and inverters,9.280
adders and majority gates,23.36
[layout by cell type (no fill, tap or decap), types with 4 or more instances in the layout]
| cell type | instances |
|---|---|
| sky130_fd_sc_hd__inv_2 | 4 |
| sky130_fd_sc_hd__o211ai_1 | 5 |
| sky130_fd_sc_hd__or4_1 | 5 |
| sky130_fd_sc_hd__o21a_1 | 4 |
| sky130_fd_sc_hd__nor4b_1 | 4 |
| sky130_fd_sc_hd__mux2i_1 | 5 |
| sky130_fd_sc_hd__o31ai_1 | 5 |
| sky130_fd_sc_hd__nor4_1 | 8 |
| sky130_fd_sc_hd__xnor2_1 | 56 |
| sky130_fd_sc_hd__o21ai_0 | 29 |
| sky130_fd_sc_hd__nor2b_1 | 7 |
| sky130_fd_sc_hd__xor2_1 | 7 |
| sky130_fd_sc_hd__ha_1 | 62 |
| sky130_fd_sc_hd__buf_4 | 5 |
| sky130_fd_sc_hd__o21ai_1 | 5 |
| sky130_fd_sc_hd__a21oi_1 | 28 |
| sky130_fd_sc_hd__clkdlybuf4s50_1 | 53 |
| sky130_fd_sc_hd__nand3_1 | 9 |
| sky130_fd_sc_hd__mux4_2 | 11 |
| sky130_fd_sc_hd__nand4_1 | 8 |
| sky130_fd_sc_hd__o21bai_1 | 7 |
| sky130_fd_sc_hd__a211oi_1 | 4 |
| sky130_fd_sc_hd__o41ai_1 | 5 |
| sky130_fd_sc_hd__nor3_1 | 5 |
| sky130_fd_sc_hd__nor2_1 | 25 |
| sky130_fd_sc_hd__a31oi_1 | 8 |
| sky130_fd_sc_hd__nand2b_1 | 9 |
| sky130_fd_sc_hd__inv_1 | 54 |
| sky130_fd_sc_hd__nand2_1 | 25 |
[through the flow]
| stage | hold slack [ps] | area, um^2 | utilization, % | instances | power [mW] |
|---|---|---|---|---|---|
| final | 4318 | 4144 | 36.45 | 646 | 0.3461 |
| after global routing | 4356 | 4144 | 36.45 | 646 | 0.3854 |
| after CTS | 4328 | 4133 | 36.35 | 646 | 0.3462 |
| after detailed placement | 4314 | 4133 | 36.35 | 646 | 0.3441 |
| after global placement | 4324 | 4133 | 36.35 | 646 | 0.3431 |
| after floorplan | 3250 | 3492 | - | 462 | 0.2330 |
Power figures rest on the tool's default switching activity, not on a simulated workload.
