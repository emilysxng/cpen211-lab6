**flow/run.sh**
```bash
#!/bin/bash
# OpenROAD 26Q1-2900-gdf79404cd8, Yosys 0.63+post, stock flow scripts
make -C /OpenROAD-flow-scripts/flow DESIGN_CONFIG=/design/flow/config.mk WORK_HOME=/design/flow/orfs finish
```
**flow/design.v**
```verilog
module Decoder (in, out);
    input [2:0] in;
    output reg [7:0] out;
    always @(in) begin
        out = 8'b00000000;   
        case (in)
            3'b000: out[0] = 1'b1;
            3'b001: out[1] = 1'b1;
            3'b010: out[2] = 1'b1;
            3'b011: out[3] = 1'b1;
            3'b100: out[4] = 1'b1;
            3'b101: out[5] = 1'b1;
            3'b110: out[6] = 1'b1;
            3'b111: out[7] = 1'b1;
            default: out = 8'b00000000;
        endcase
    end
endmodule
module vDFFE(clk, en, in, out) ;
  parameter n = 1;   
  input clk, en ;
  input  [n-1:0] in ;
  output [n-1:0] out ;
  reg    [n-1:0] out ;
  wire   [n-1:0] next_out ;
  assign next_out = en ? in : out;
  always @(posedge clk)
    out = next_out;
endmodule
module regfile(data_in,writenum,write,readnum,clk,data_out);
    input [15:0] data_in;
    input [2:0] writenum;
    input [2:0] readnum;
    input write;
    input clk;
    output reg [15:0] data_out;
    reg [15:0] outdata;
    wire [7:0] oneHotWriting;
    wire [7:0] oneHotReading;
    wire [15:0] R0;
    wire [15:0] R1;
    wire [15:0] R2;
    wire [15:0] R3;
    wire [15:0] R4;
    wire [15:0] R5;
    wire [15:0] R6;
    wire [15:0] R7;
    Decoder writing (writenum,oneHotWriting);
    Decoder reading (readnum,oneHotReading);
    vDFFE #(16) r0 (clk, (oneHotWriting[0]&write), data_in, R0);
    vDFFE #(16) r1 (clk, (oneHotWriting[1]&write), data_in, R1);
    vDFFE #(16) r2 (clk, (oneHotWriting[2]&write), data_in, R2);
    vDFFE #(16) r3 (clk, (oneHotWriting[3]&write), data_in, R3);
    vDFFE #(16) r4 (clk, (oneHotWriting[4]&write), data_in, R4);
    vDFFE #(16) r5 (clk, (oneHotWriting[5]&write), data_in, R5);
    vDFFE #(16) r6 (clk, (oneHotWriting[6]&write), data_in, R6);
    vDFFE #(16) r7 (clk, (oneHotWriting[7]&write), data_in, R7);
    always@(*) begin
        case (oneHotReading)
            8'b00000001: outdata = R0;
            8'b00000010: outdata = R1;
            8'b00000100: outdata = R2;
            8'b00001000: outdata = R3;
            8'b00010000: outdata = R4;
            8'b00100000: outdata = R5;
            8'b01000000: outdata = R6;
            8'b10000000: outdata = R7;
            default: outdata = 16'bxxxxxxxxxxxxxxxx;
        endcase
        data_out = outdata;
    end
endmodule
```
**flow/constraint.sdc**
```tcl
current_design regfile

set clk_period 4.4
set clk_io_pct 0.2

create_clock -name clk0 -period $clk_period [get_ports {clk}]

set non_clock_inputs [all_inputs -no_clocks]
set_input_delay [expr $clk_period * $clk_io_pct] -clock clk0 $non_clock_inputs
set_output_delay [expr $clk_period * $clk_io_pct] -clock clk0 [all_outputs]
```
**flow/config.mk**
```make
export PLATFORM = sky130hd
export DESIGN_NAME = regfile
export DESIGN_NICKNAME = regfile
export VERILOG_FILES = /design/flow/design.v
export SDC_FILE = /design/flow/constraint.sdc
export NUM_CORES = 4
export LEC_CHECK = 1
export CORE_UTILIZATION = 50
```
==> qor.csv <==
metric;value;unit
status;finished clean;
switching power;0.622;mW
Num CTS Buffers;17;
Cells on Worst Hold Path;1;
GR peak layer;met1;
worst path cell trace;clkdlybuf4s50_1 -> buf_4 -> nand2b_1 -> o22ai_1 -> o22a_1 -> clkdlybuf4s50_1;
# fillers;699;
largest net degree at the start of global routing;27;
Slew Limit Fails;0;
synth warn;3;
VDD IR-drop max;359;µV
fp_density;51.4;%
leakage;2.14;nW
Pint;2.34;mW
num rows;36;
DRT Pass-1 Iters;18;
hold_sp;data_in[7];
wire length per cell;19.1;µm
Remaining DRCs;0;
Final Hold Viols;0;
GR Util All Layers;20.8;%
synthesized area per cell;17.2;µm²
Crit-path slowest cell;clkdlybuf4s50_1;
Die Wd;102;µm
Antenna diodes;0;
die height;102;µm
H-tree levels;4;
Critical Path Sink Type;output pin;
WP data required;3.52;ns
min Tclk post-route;3.91;ns
CTS tree;done;
delay-heaviest family, CP;buffers and inverters;
Clk network pwr share;46.9;%
initial antenna violation count;0;
Placer Congestion;0.745;
Seq/Total Area, Yosys;76.9;%
GR Overflow Total;0;
CP bufs+invs;3;
GR Util met3;10.8;%
placed cell area;0.00560;mm²
DR vias;2727;
number of global-route vias before repair;2588;
synthesized instance count;291;
final hold slack;1.10;ns
# clock sinks;128;
hold crit path type;in2reg;
ys flops;128;
DRT iter0 DRCs;74;
post-DP HPWL;5360;µm
Gate power share;6.1;%
Clock Root Buffer;clkbuf_8;
IO buf count;39;
Area leader share;76.9;%
sw frac;21.0;%
CP Data Arrival Time;3.03;ns
Max-cap violations;0;
f_max;0.255;GHz
CP Class;in2out;
Antenna Nets Post-Route;0;
Slew @ Worst Pin;0.853;ns
crit share post-route;89.0;%
final setup fails;0;
Synth cell types;23;
postcts setup bufs;0;
Area Overhead vs Synth;24.0;%
fin area;0.00620;mm²
Hold-fix buffers, CTS;0;
Startpoint Class;input port;
clock slew at reported path FFs;0.06;ns
GR Util met2;30.5;%
die area;0.0104;mm²
Hold Path End;r3.out[7]$_DFFE_PP_;
M1 GR Usage;32.8;%
sequential power share;46.9;%
CTS Buffer Depth;2;
cell taking the most area after synthesis;edfxtp_1;
drt total wl;9450;µm
yosys cell count;291;
Rel. slew slack;42.9;%
I/O pins;40;
RSZ-0062 raised after global routing;no;
Mapped Area;0.00500;mm²
slowest stage delay, CP;0.60;ns
Crit path top cell by count;clkdlybuf4s50_1;
Setup TNS Final;0;ns
CP max FO;12;
vias per inst;5.52;
Post-CTS Resized;0;
total core area;0.00973;mm²
Log Warnings;25;
biggest area cells;edfxtp_1 77%, mux2i_1 8.0%, a221oi_1 2.8%;
share of layout cells above drive strength 1;14.4;%
first-pass GRT wire length;14100;µm
Chip Area, Yosys;0.00500;mm²
Pwr Density;479;mW/mm²
==> power by group through the flow <==
stage	logic (mW)	registers (mW)	clock network (mW)
4_1_cts	0.185	1.39	1.41
5_1_grt	0.198	1.39	1.48
6_report	0.182	1.39	1.39
==> worst max path at each step <==
stage | from | to | slack [ns] | cells after the start
global route | readnum[0] | data_out[10] | 0.35 | 6
finish | readnum[0] | data_out[10] | 0.49 | 6
CTS | readnum[0] | data_out[9] | 0.46 | 6
==> metrics by stage <==
stage	instances	total power, mW	setup WS [ns]	utilization [%]
after global routing	494	3.07	0.351	63.7
after CTS	494	2.99	0.461	63.7
final	494	2.97	0.486	63.7
after floorplan	291	1.50	1.80	-
after detailed placement	462	1.60	0.481	57.5
after global placement	462	1.60	0.528	57.5
==> Yosys cell counts <==
cell and count:
a21o_1 1, a21oi_1 4, a221oi_1 16, buf_1 1
buf_2 8, buf_4 2, buf_6 4, clkbuf_1 3
edfxtp_1 128, inv_1 4, mux2i_1 40, nand2_1 8
nand2b_1 4, nand3_1 1, nor2_1 25, nor2b_1 7
nor3_1 2, o211ai_1 3, o22a_1 12, o22ai_1 12
o32ai_1 4, or2_2 1, or3_1 1
==> metal layers <==
layer	vias up	wire, µm	share of wire (%)
met3	8	898	9.5
met5	-	0	0
li1	1277	-	-
met4	0	109	1.2
met2	127	4420	47
met1	1315	4020	42
==> state kept, by name, summed over array words and instances (netlist names) <==
name	cells
r5.out	16
r3.out	16
r6.out	16
r7.out	16
r4.out	16
r0.out	16
r2.out	16
r1.out	16
==> logic make-up after synthesis <==
group | share of synthesized area [%]
flip-flops | 76.9
AND-OR/OR-AND | 8.11
AND/OR/NAND/NOR | 4.40
multiplexers | 8.01
buffers and inverters | 2.60
==> cells in the final DEF (no fill, tap or decap), types with 7 or more instances in the layout <==
cell,instances
mux2i_1,40
clkdlybuf4s50_1,38
buf_4,15
edfxtp_1,128
clkbuf_16,16
a221oi_1,16
o22ai_1,12
o22a_1,12
nor2b_1,7
nor2_1,25
nand2_1,8
==> final cells by class <==
cell class	instances	area, µm²	share of cell area, %
Inverter	4	15.0	0.242
Tap cell	133	166	2.68
Clock buffer	17	414	6.68
Sequential cell	128	3840	62.0
Timing Repair Buffer	56	538	8.68
Multi-Input combinational cell	141	1040	16.7
Clock inverter	15	185	2.99
Power figures rest on the tool's default switching activity, not on a simulated workload.
